File: flow/config.mk
export PLATFORM = sky130hd
export DESIGN_NAME = uart_tx
export DESIGN_NICKNAME = uart_tx
export VERILOG_FILES = /design/flow/design.v
export SDC_FILE = /design/flow/constraint.sdc
export NUM_CORES = 4
export LEC_CHECK = 1
export CORE_AREA = 10 10 112 112
export DIE_AREA = 0 0 122 122
File: flow/run.sh
#!/bin/bash
# OpenROAD 26Q1-2900-gdf79404cd8, Yosys 0.63+post, stock flow scripts
make -C /OpenROAD-flow-scripts/flow DESIGN_CONFIG=/design/flow/config.mk WORK_HOME=/design/flow/orfs finish
File: flow/design.v
`timescale 1ns / 1ps
module uart_clk_en(
    input clk,
    input reset,
    output reg en
    );
	 reg [12:0] counter;
	 always @(posedge clk or posedge reset) begin
		if(reset) begin
			counter <= 0;
			en <= 0;
		end 
		else begin
			en <= 0;
			counter <= counter + 1;
			if(counter == 5300) begin
				counter <= 0;
				en <= 1;
			end
		end
	 end
endmodule
`timescale 1ns / 1ps
module uart_tx(
    input clk,
    input n_reset,
	 input start_transmission,
	 input [7:0] data,
    output reg tx
    );
	 wire reset;
	 assign reset = !n_reset;
	 parameter idle = 0, start_bit = 1, data_bits = 2, stop_bit = 3;
	 reg [1:0] ps,ns;  
	 reg [2:0] d_bc;
	 reg startb_sent, stopb_sent, data_bits_sent;
	 wire en;
	 uart_clk_en i1(clk,reset,en);
	 always @(posedge clk or posedge reset) begin
		if(reset) begin
			ps <= idle;
		end
		else begin
			ps <= ns;
		end
	 end
	 always @(*) begin
		case(ps)
			idle : ns = start_transmission ? start_bit : idle;
			start_bit : ns = startb_sent ? data_bits : start_bit;
			data_bits : ns = data_bits_sent ? stop_bit : data_bits;
			stop_bit : ns = stopb_sent ? idle : stop_bit;
			default : ns = idle;
		endcase
	 end
	 always @(posedge clk or posedge reset) begin
		if(reset) begin
			tx <= 1;
			d_bc <= 0;
			startb_sent <= 0;
			stopb_sent <= 0;
			data_bits_sent <= 0;
		end
		else begin
			if(en) begin
				case(ps)
					idle : begin tx <= 1; data_bits_sent <= 0; stopb_sent <= 0; startb_sent <= 0; end
					start_bit : begin tx <= 0; startb_sent <= 1; end
					data_bits :
						begin 
							tx <= data[d_bc];
							if(d_bc == 7) begin d_bc <= 0; data_bits_sent <= 1; end
							else begin  d_bc <= d_bc + 1; end
						end
					stop_bit : begin tx <= 1; stopb_sent <= 1; end 
				endcase
			end
		end
	end
endmodule
File: flow/constraint.sdc
current_design uart_tx

set clk_period 2.5
set clk_io_pct 0.2

create_clock -name clk0 -period $clk_period [get_ports {clk}]

set non_clock_inputs [all_inputs -no_clocks]
set_input_delay [expr $clk_period * $clk_io_pct] -clock clk0 $non_clock_inputs
set_output_delay [expr $clk_period * $clk_io_pct] -clock clk0 [all_outputs]
==> results.json <==
{
  "num_antenna_cells": 0,
  "gr-usage-all-layers": 0.0289,
  "clk_pin_slew_ns": 0.09,
  "cp_cell_sequence": "clkdlybuf4s50_1",
  "postSynthAreaPerCell_sq_um": 11.1,
  "irDropWorstVdd_mv": 0.162,
  "io_pins": 12,
  "final-max-slew-violation-count": 0,
  "grt_pass1_vias": 817,
  "dpl-instance-area_sq_um": 1450,
  "drt-pass1-iter-count": 3,
  "tightest_slew_ns": 0.546,
  "p_per_area_nw_per_um2": 446,
  "insertion_delay_ns": 0.27,
  "fill_cells": 1125,
  "vias": 782,
  "r2r_start": "i1.counter[0]$_DFF_PN0_",
  "top_cell_area_share": 0.496,
  "yosys.area_share.xor_xnor": 0.0754,
  "finClkSkew_ns": 0.00671,
  "yosys-top-cells-count": "dfrtp_1 (23), nor2_1 (12), nand2_1 (10)",
  "status": "finished, final reports clean",
  "simple_gate_area_frac": 0.198,
  "postCtsSetupRepairBufs": 0,
  "setup.worst_path.start_class": "flop",
  "routed_wl_um": 2040,
  "synthAoiAreaFrac": 0.0711,
  "hold_path.class": "flop to flop",
  "root_buffer": "clkbuf_8",
  "syn-cell-area_sq_um": 1160,
  "cpPeakStageDelay_ns": 0.54,
  "tritoncts": "yes",
  "wl_per_cell_um": 7.92,
  "endpoint_kind": "output pin",
  "clock.fmax_mhz": 568,
  "syn_inst": 105,
  "crit_type": "flop to output pin",
  "final_area_sq_um": 1500,
  "crit_buf_inv": 1,
  "rows": 37,
  "setup_viol": 0,
  "ys_sh_mux": 0.0485,
  "min_delay_path_depth": 1,
  "logic_family": "simple AND/OR/NAND/NOR gates",
  "r2r-end": "i1.counter[12]$_DFF_PN0_",
  "cp_top_family": "flip-flops",
  "ys.flops": 25,
  "port_buffers": 11,
  "topCellsByArea": "dfrtp_1 (50%), dfstp_2 (4.5%), xor2_1 (4.5%)",
  "synth-async-reset-ratio": 1.00,
  "overflow": 0,
  "avgViaCountPerCell": 3.04,
  "cpMaxStageDelayCell": "dfstp_2",
  "postRouteAntennaNets": 0,
  "cts_sinks": 25,
  "cts_hold_buf": 0,
  "numCtsBuffers": 3,
  "rsz0062_at_grt": "false",
  "maxCapViolCount": 0,
  "crit_start": "tx$_DFFE_PN1P_",
  "ys.warnings.count": 2,
  "syn2layout_area_growth_pct": 29.0,
  "leakage_uw": 0.000595,
  "cts-resized-gates": 0,
  "ys_cells": 105,
  "ys_area_sq_um": 1160,
  "reg2reg_slack_ns": 0.81,
  "hold_violations": 0,
  "critPathRequiredTime_ns": 2.00,
  "edf_count": 0,
  "r2r.worst_path.cells": 6,
  "gp_congestion": 0.771,
  "drive_gt1_frac": 0.0826,
  "cts_buffer_depth": 2,
  "finalCritPeriodShare": 0.704,
  "slew_headroom": 0.633,
  "synth-main-ff-cell": "dfrtp_1",
  "htree_num_levels": 1,
  "warning_count": 26,
  "die_x_um": 122,
  "remaining_drc_errors": 0,
  "placeableCoreArea_sq_um": 10200,
  "fp_util": 0.113,
  "synth-adder-area-share": 0.0431,
  "cp_data_arrival_time_ns": 1.26,
  "yosysTopAreaCell": "dfrtp_1",
  "yosysMostFrequentCell": "dfrtp_1",
  "path_max_fanout": 2,
  "hold_path_end": "ps[2]$_DFF_PN0_",
  "yosysSeqAreaShare": 0.541,
  "chipArea_sq_um": 14900,
  "grt_max_degree": 26,
  "die_height_um": 122,
  "final.min_clock_period_ns": 1.76,
  "antenna_found_initial": 0,
  "grt_pass1_wl_um": 3640,
  "ys_types": 29,
  "first_iter_violations": 28,
  "final.setup.tns_ns": 0,
  "hpwl_um": 1470,
  "min-delay-start": "startb_sent$_DFFE_PN0P_"
}
-- flip-flops by register name, summed over array words and instances, names as in the netlist --
register        cells
data_bits_sent      1
ps                  4
stopb_sent          1
tx                  1
i1.counter         13
d_bc                3
startb_sent         1
i1.en               1
-- report_power, final --
part	leakage [uW]	switching [uW]	total, uW	internal (uW)
logic	0.000246	10.4	27.1	16.8
registers	0.000327	0.000000000000100	404	404
clock network	0.0000217	125	237	113
total	0.000595	135	669	534
-- worst max path at each step --
| stage | endpoint | slack [ns] | cells after the start |
|---|---|---|---|
| after CTS | tx | 0.72 | 1 |
| final | tx | 0.74 | 1 |
| after global routing | i1.counter[12]$_DFF_PN0_ | 0.66 | 6 |
-- cell families (layout without fill, tap and decap cells) --
family | count (synthesis) | count (layout)
xor gates and xnor gates | 10 | 10
buffers and inverters | 7 | 23
and+or+nand+nor | 42 | 42
muxes | 4 | 4
adders and majority gates | 4 | 4
AOI/OAI and AO/OA | 13 | 13
DFF | 25 | 25
-- metrics by stage --
stage	setup WS [ns]	std cells	power [uW]	hold WS, ns	utilization
2_1_floorplan	1.01	105	415	0.204	-
3_3_place_gp	0.833	253	440	0.460	0.142
3_5_place_dp	0.822	253	440	0.478	0.142
4_1_cts	0.720	257	683	0.488	0.146
5_1_grt	0.658	257	707	0.523	0.146
6_report	0.740	257	669	0.482	0.146
-- routing by layer --
metal / wire length [um] / global-route usage / up-vias
met5: 0 / 0 / -
met2: 801 / 0.0431 / 14
met3: 169 / 0.0146 / 2
met4: 19 / 0.00298 / 0
li1: - / - / 393
met1: 1040 / 0.0383 / 373
-- final cells by class --
class	count	area, sq um	area share
Tap cell	136	170	0.114
Multi-Input combinational cell	73	507	0.338
Sequential cell	25	628	0.419
Clock inverter	1	7.51	0.00501
Inverter	7	26.3	0.0175
Timing Repair Buffer	12	118	0.0785
Clock buffer	3	41.3	0.0276
-- placed cells by master, fill, tap and decap left out, drive strengths merged, types with 4 or more instances in the layout --
| cell type | Yosys | final |
|---|---|---|
| ha | 4 | 4 |
| xor2 | 6 | 6 |
| clkdlybuf4s50 | 0 | 11 |
| inv | 7 | 7 |
| xnor2 | 4 | 4 |
| nor2 | 12 | 12 |
| nand3 | 5 | 5 |
| dfrtp | 23 | 23 |
| nand2 | 10 | 10 |
| o21ai | 6 | 6 |
Power is estimated from default activity; no workload was simulated.
